### run.sh
#!/bin/bash
# OpenROAD 26Q1-2900-gdf79404cd8, Yosys 0.63+post, stock flow scripts
make -C /OpenROAD-flow-scripts/flow DESIGN_CONFIG=/design/flow/config.mk WORK_HOME=/design/flow/orfs finish
### config.mk
export PLATFORM = sky130hd
export DESIGN_NAME = i2c_control_fsm
export DESIGN_NICKNAME = i2c_control_fsm
export VERILOG_FILES = /design/flow/design.v
export SDC_FILE = /design/flow/constraint.sdc
export NUM_CORES = 4
export LEC_CHECK = 1
export CORE_UTILIZATION = 40
### constraint.sdc
current_design i2c_control_fsm

set clk_period 3.4
set clk_io_pct 0.2

create_clock -name clk0 -period $clk_period [get_ports {clk}]

set non_clock_inputs [all_inputs -no_clocks]
set_input_delay [expr $clk_period * $clk_io_pct] -clock clk0 $non_clock_inputs
set_output_delay [expr $clk_period * $clk_io_pct] -clock clk0 [all_outputs]
### design.v
parameter WDEPTH = 256;
parameter WDSIZE = 17;
parameter RDEPTH = 256;
parameter RDSIZE = 17;
parameter ASIZE = 8;
parameter RASIZE = 8;
parameter C0_Reverse_Clk="false";
parameter C0_Diff_Clk="false";
parameter C1_Reverse_Clk="true";
parameter C1_Diff_Clk="true";
parameter Memory_Clock = 135;
parameter PSRAM_WIDTH = 8;
parameter DQ_WIDTH = 8;
parameter ADDR_WIDTH = 21;
parameter Burst_Length  = "32_Bytes";
parameter burst_num = 8;
parameter Fixed_Latency_Enable = "Fixed";
parameter Initial_Latency = 6;
parameter Drive_Strength = 50;
parameter Deep_Power_Down = "OFF";
parameter Hybrid_Sleep_Mode = "OFF";
parameter Refresh_Rate = "normal";
parameter PASR = "full";
parameter shift_delay = 152;
`timescale 1ns / 10ps
package BufferControllerTypes;
typedef enum logic[2:0] {
    BUFFER_AVAILABLE,
    BUFFER_WRITE_BUSY,
    BUFFER_READ_BUSY,
    BUFFER_DISPLAYED,
    BUFFER_UPDATED
} BufferStates;
endpackage
module i2c_control_fsm
    #(parameter
    MAIN_CLOCK_FREQUENCY = 'd27_000_000,
    DATA_BUFFER_SIZE = 'd8,
    I2C_CLOCK_FREQUENCY = 'd100_000
    )
    (
        input clk, 
        input rst_n, 
        input [6:0] device_addr,
        output reg init_done,
        input store_data,
        input load_data,
        input send_data,
        input recv_data,
        input [7:0] data_in,
        output reg device_rdy,
        output reg error_o,
        output reg tx_en,
        output reg rx_en,
        output reg [7:0] wr_data,
        output reg [2:0] wr_addr,
        input [7:0] rd_data,
        output reg [2:0] rd_addr,
        input cmd_ack_i
    );
    reg [4:0] state;
    localparam
        Prescale_reg0                  = 3'h0,
        Prescale_reg1                  = 3'h1,
        Control_reg                    = 3'h2,
        Transmit_reg                   = 3'h3,
        Receive_reg                    = 3'h3,
        Command_reg                    = 3'h4,
        Status_reg                     = 3'h4;
    localparam
        IDLE = 0,
        CHECK_TRANSMIT_BYTES = 1,
        ENABLE_SEND_START = 2,
        PREPARE_TRANSMIT_BYTE = 3,
        SEND_SLAVE_MEMORY_ADDR = 4,
        SET_SLAVE_ADDRESS = 5,
        START_RECV_DATA = 6,
        START_SEND_DATA = 7,
        STORE_DATA_STAGE = 8,
        TRANSMIT_LAST_BYTE = 9,
        TRANSMIT_NEXT_BYTE = 10,
        TRANSMIT_SEND_MEMORY_ADDR = 11,
        WAIT_COMMAND = 12,
        WAIT_TRANFER_BEGIN = 13,
        WAIT_TRANSFER_COMPLETE = 14,
        WRITE_PRESCALE_HIGH = 15,
        WRITE_PRESCALE_LOW = 16,
        WAIT_WE_ACK = 17,
        PRE_TRANSMIT_BYTE = 18;
    localparam
        I2C_PRESCALE_VALUE = (MAIN_CLOCK_FREQUENCY / (5 * I2C_CLOCK_FREQUENCY)) - 'd1,
        BUFFER_INDEX_WIDTH = int'($clog2(DATA_BUFFER_SIZE));
    localparam
        STATUS_REG_RX_ACK   = 8'b10000000,
        STATUS_REG_BUS_BUSY = 8'b01000000,
        STATUS_REG_AL       = 8'b00100000,
        STATUS_REG_TIP      = 8'b00000010,
        STATUS_REG_INT      = 8'b00000001;
    localparam
        CTRL_REG_CORE_EN = 8'b10000000,      
        CTRL_REG_INT_EN  = 8'b01000000;      
    reg [2:0] i2c_control_cnt;
    reg [7:0] memory_buffer[DATA_BUFFER_SIZE - 1:0];
    reg [BUFFER_INDEX_WIDTH - 1:0] wr_index;
    reg [BUFFER_INDEX_WIDTH - 1:0] rd_index;
    reg [2:0] transmit_context;
    reg [BUFFER_INDEX_WIDTH - 1:0] buffer_ptr;
    initial begin
        device_rdy = 1'b0;
        error_o <= 1'b0;
    end
    always @(posedge clk or negedge rst_n) begin: p_states
        if (rst_n == 1'b0) begin
            state <= IDLE;
            tx_en <= 1'b0;
            rx_en <= 1'b0;
            init_done <= 1'b0;
            rd_addr <= 'd0;
            error_o <= 1'b0;
        end else begin
            case (state)
                WAIT_COMMAND: begin
                    if (store_data == 1'b1) begin
                        wr_index <=  'd1;
                        memory_buffer[0] <=  data_in;
                        state <=  STORE_DATA_STAGE;
                        error_o <= 1'b0;
                        ;
                    end else if (send_data == 1'b1) begin
                        wr_data <=  CTRL_REG_CORE_EN;
                        wr_addr <=  Control_reg;
                        tx_en <=  1'b1;
                        transmit_context <=  3'd1;
                        ;
                        state <= WAIT_WE_ACK;
                        error_o <= 1'b0;
                    end else if (recv_data == 1'b1) begin
                        wr_data <=  8'h80;
                        wr_addr <=  Control_reg;
                        tx_en <=  1'b1;
                        transmit_context <=  3'd4;
                        state <=  START_RECV_DATA;
                        error_o <= 1'b0;
                    end
                end
                STORE_DATA_STAGE: begin
                    if (store_data == 1'b1) begin
                        memory_buffer[wr_index] =  data_in;
                        ;
                        wr_index =  wr_index + 1'b1;
                    end else if (store_data == 1'b0) begin
                        state <=  WAIT_COMMAND;
                    end
                end
                WAIT_WE_ACK: begin
                    if (cmd_ack_i)
                        state <=  START_SEND_DATA;
                end
                START_SEND_DATA: begin
                    wr_data <=  {device_addr, 1'b0};
                    wr_addr <=  Transmit_reg;
                    if (cmd_ack_i)
                        state <=  SET_SLAVE_ADDRESS;
                end
                SET_SLAVE_ADDRESS: begin
                    wr_data <=  8'h90;
                    wr_addr <=  Command_reg;
                    if (cmd_ack_i)
                        state <=  ENABLE_SEND_START;
                end
                ENABLE_SEND_START: begin
                    tx_en <=  1'b0;
                    rx_en <=  1'b1;
                    rd_addr <=  Status_reg;
                    if (cmd_ack_i)
                        state <=  WAIT_TRANFER_BEGIN;
                end
                WAIT_TRANFER_BEGIN: begin
                    if ((rd_data & STATUS_REG_TIP) == 8'h00) begin
                        if (cmd_ack_i) begin
                            state <=  WAIT_TRANSFER_COMPLETE;
                            ;
                            rx_en <=  1'd0;
                            tx_en <=  1'd0;
                        end
                    end
                end
                WAIT_TRANSFER_COMPLETE: begin
                    if (transmit_context == 3'd1) begin
                        rx_en <=  1'd0;
                        tx_en <=  1'd1;
                        buffer_ptr <=  'd1;
                        wr_data <=  memory_buffer[0];
                        wr_addr <=  Transmit_reg;
                        if (cmd_ack_i) begin
                            state <=  SEND_SLAVE_MEMORY_ADDR;
                            ;
                        end
                    end else if (transmit_context == 3'd2) begin
                        rx_en <=  1'd1;
                        tx_en <=  1'd0;
                        state <=  CHECK_TRANSMIT_BYTES;
                    end else if (transmit_context == 3'd3) begin
                        rx_en <=  1'd0;
                        tx_en <=  1'd0;
                        state <=  SEND_SLAVE_MEMORY_ADDR;
                    end
                end
                SEND_SLAVE_MEMORY_ADDR: begin
                    wr_data <=  8'h10;
                    wr_addr <=  Command_reg;
                    transmit_context <=  3'd2;
                    if (cmd_ack_i) begin
                        state <=  TRANSMIT_SEND_MEMORY_ADDR;
                        ;
                    end
                end
                TRANSMIT_SEND_MEMORY_ADDR: begin
                    tx_en <=  1'b0;
                    rx_en <=  1'b1;
                    rd_addr <=  Status_reg;
                    if (cmd_ack_i) begin
                        state <=  WAIT_TRANFER_BEGIN;
                        ;
                    end
                end
                CHECK_TRANSMIT_BYTES: begin
                    if (buffer_ptr >= wr_index) begin
                        if ((rd_data & STATUS_REG_BUS_BUSY) == 8'h00) begin
                            if (cmd_ack_i) begin
                                rx_en <=  1'b0;
                                state <=  WAIT_COMMAND;
                                if ((rd_data & STATUS_REG_RX_ACK) != 8'h00)
                                    error_o <= 1'b1;
                            end
                        end
                    end else if (buffer_ptr < wr_index) begin
                        tx_en <=  1'b1;
                        wr_data <=  memory_buffer[buffer_ptr];
                        wr_addr <=  Transmit_reg;
                        if (cmd_ack_i)
                            state <=  PREPARE_TRANSMIT_BYTE;
                    end
                end
                PREPARE_TRANSMIT_BYTE: begin
                    if (buffer_ptr < wr_index - 'd1) begin
                        wr_data <=  8'h10;
                        wr_addr <=  Command_reg;
                        if (cmd_ack_i)
                            state <=  TRANSMIT_NEXT_BYTE;
                    end else if (buffer_ptr == wr_index - 'd1) begin
                        wr_data <=  8'h50;
                        wr_addr <=  Command_reg;
                        if (cmd_ack_i)
                            state <=  TRANSMIT_LAST_BYTE;
                    end
                end
                TRANSMIT_NEXT_BYTE: begin
                    buffer_ptr <=  buffer_ptr + 1'b1;
                    tx_en <=  1'b0;
                    state <=  ENABLE_SEND_START;
                end
                TRANSMIT_LAST_BYTE: begin
                    buffer_ptr <=  buffer_ptr + 1'b1;
                    tx_en <=  1'b0;
                    state <=  ENABLE_SEND_START;
                end
                START_RECV_DATA: begin
                    wr_data <=  {device_addr, 1'b0};
                    wr_addr <=  Transmit_reg;
                    state <=  SET_SLAVE_ADDRESS;
                end
                IDLE: begin
                    tx_en <=  1'b1;
                    wr_data <=  I2C_PRESCALE_VALUE[7:0];
                    wr_addr <=  Prescale_reg0;
                    if (cmd_ack_i)
                        state <=  WRITE_PRESCALE_LOW;
                end
                WRITE_PRESCALE_LOW: begin
                    wr_data <=  I2C_PRESCALE_VALUE[15:8];
                    wr_addr <=  Prescale_reg1;
                    if (cmd_ack_i)
                        state <=  WRITE_PRESCALE_HIGH;
                end
                WRITE_PRESCALE_HIGH: begin
                    tx_en <=  1'b0;
                    rx_en <=  1'b0;
                    if (cmd_ack_i) begin
                        state <=  WAIT_COMMAND;
                        init_done <=  1'b1;
                    end
                end
                default:
                    ;
            endcase
        end
    end
    always @(state) begin: p_state_actions
        case (state)
            WAIT_COMMAND: device_rdy = 1'b1;
            default:
                device_rdy = 1'b0;
        endcase
    end
endmodule
==> results.yml <==
# generated from flow reports
final_layout:
  drive_above_1_share: 0.1406
  area_delta_synth_final_pct: 20.22
  area.combinational_um2: 1465
  seq_area_um2: 3049
  design_area_um2: 5565
  fill_cells: 950
yosys:
  synth_warnings: 2
  ys.flop_type: "edfxtp_1"
  ys_async_sr_fraction: 0.2170
  ys_ff: 106
  syn-instance-count: 331
  ys_types: 56
  edf_count: 81
  syn_area_um2: 4629
  yosys_area_um2: 4629
  avgSynthCellArea_um2: 13.99
  synth_stat.cells: 331
  ys_seq_frac: 0.6586
clocking:
  clk_latency_ps: 340
  cts_buffers: 9
  root_buffer: "clkbuf_16"
  htree_levels: 3
  tritoncts: "yes"
  cts-hold-fix-buffers: 0
  clk_pin_slew_ps: 80
  clock-sinks: 106
  cts_setup_buffers: 0
  clock_path_buffers: 2
  cts-resized-gates: 0
final_timing:
  slew_viol_final: 0
  period_used_share: 0.8012
  fmax_ghz: 0.3671
  rsz0062_at_grt: "false"
  final.setup.tns_ps: 0
  fin_skew_ps: 9.621
  period_minus_slack_ps: 2724
  setup_violations: 0
  worstMarginPinSlew_ps: 581.8
  fin_ws_ps: 675.8
  hold_viol: 0
  relSlewSlack: 0.6121
flow_run:
  warnings: 41
  timing.max_cap.violations: 0
critical_path:
  slowest_stage: "nor3b_1"
  crit_chain: "inv_1 > ha_1 > a21o_1 > a31oi_1 > o21ai_0 > nor3b_1"
  critPathCaptureType: "flip-flop"
  worstPathArrival_ps: 2710
  slowest_delay_ps: 520
  critPathRequiredTime_ps: 3390
  start_kind: "flip-flop"
  critPathKind: "flip-flop to flip-flop"
  path_max_fanout: 8
power_and_ir_drop:
  cellLeakagePower_nw: 2.092
  p_per_area_nw_per_um2: 647.5
  ir_worst_vdd_mv: 0.3336
status:
  outcome: "complete, no violations"
die:
  ios: 49
  row_count: 38
  initCoreUtil: 0.4179
  coreArea_um2: 11080
  die_y_um: 109.6
  chipArea_um2: 12010
  die_w_um: 109.6
global_route:
  grt_max_degree: 30
  antenna_found_initial: 0
  grt_pass1_vias: 2846
  grt_pass1_wl_um: 15500
  overflow: 0
  grt_usage: 0.1874
routing:
  drt-initial-drc-count: 191
  wl_per_cell_um: 18.61
  viasPerCell: 5.481
  num_vias: 2872
  first_pass_iters: 4
  diodes: 0
  wirelength_um: 9751
  drc_errors: 0
  antenna_left: 0
place:
  io_buffers: 40
  gp_congestion: 0.8470
  dp_worst_setup_slack_ps: 504.4
  dp_hpwl_um: 6586
  place_area_um2: 5218
hold_path:
  worst_hold_path_type: "flip-flop to flip-flop"
## state kept, by name, summed over array words and instances (netlist names), named ones only
name,count
transmit_context,2
rd_addr,1
wr_addr,3
tx_en,1
wr_data,8
init_done,1
memory_buffer,64
wr_index,3
buffer_ptr,3
state,14
error_o,1
rx_en,1
## worst max-delay path, delay by kind of cell, from the launching register on
family | cells | cell delay (ps)
fa+ha+maj | 1 | 290
compound gates | 3 | 810
simple gates | 1 | 520
flops | 1 | 510
buf+inv | 1 | 240
## placed cells by master, fill, tap and decap left out, drive strengths merged, types with 4 or more instances in the layout
cell | Yosys | layout
edfxtp | 81 | 81
clkdlybuf4s50 | 0 | 40
dfrtp | 22 | 22
nand2 | 21 | 21
ha | 20 | 20
o21ai | 19 | 19
a21oi | 14 | 14
inv | 12 | 14
mux2 | 13 | 13
nor2 | 12 | 12
buf | 11 | 11
nand3 | 9 | 9
a221oi | 9 | 9
nor2b | 9 | 9
clkbuf | 4 | 9
a222oi | 7 | 7
nor3 | 6 | 6
a22oi | 5 | 5
or3 | 5 | 5
a22o | 4 | 4
## where the power goes
group,leakage [nW],switching [mW],internal [mW]
Sequential,1.05,0.115,1.58
Clock,0.165,0.490,0.668
Combinational,0.876,0.362,0.393
## synth_stat cells (9+ instances only)
master / count / area, um2
edfxtp_1: 81 / 2432
dfrtp_1: 22 / 550.5
nand2_1: 21 / 78.83
ha_1: 20 / 250.2
o21ai_0: 19 / 95.09
a21oi_1: 13 / 65.06
mux2_2: 13 / 146.4
inv_1: 12 / 45.04
nor2_1: 12 / 45.04
a221oi_1: 9 / 78.83
nand3_1: 9 / 45.04
nor2b_1: 9 / 56.30
## cell families after synthesis
group | count (synthesis) | share of synthesized area
simple gates | 83 | 0.09811
other cells | 1 | 0.0008100
mux | 15 | 0.03595
compound gates | 79 | 0.1254
buf+inv | 27 | 0.02702
fa+ha+maj | 20 | 0.05405
flops | 106 | 0.6586
## worst paths after layout
| path | cells past startpoint | slack (ps) | end | start |
|---|---|---|---|---|
| setup / recovery | 6 | 680 | wr_addr[0]$_DFFE_PP_ | wr_index[2]$_SDFFCE_PN0P_ |
| hold / removal | 1 | 460 | init_done$_DFFE_PN0P_ | init_done$_DFFE_PN0P_ |
| setup reg to reg | 6 | 680 | wr_addr[0]$_DFFE_PP_ | wr_index[2]$_SDFFCE_PN0P_ |
| hold reg to reg | 1 | 460 | init_done$_DFFE_PN0P_ | init_done$_DFFE_PN0P_ |
| max in group asynchronous | 2 | 2320 | state[0]$_DFF_PN1_ | rst_n |
| min in group asynchronous | 2 | 770 | state[4]$_DFF_PN0_ | rst_n |
## stage by stage
step           instances  hold slack [ps]  total power, mW    util
2_1_floorplan        332            384.4            2.134       -
5_1_grt              524            484.3            3.775  0.5024
3_5_place_dp         508            443.0            2.474  0.4710
4_1_cts              524            469.1            3.632  0.5024
6_report             524            464.1            3.604  0.5024
3_3_place_gp         508            441.2            2.470  0.4710
## area by class of cell
class	count	area share
well taps	140	0.03147
inverters	12	0.008094
repair buffers	51	0.08678
multi-input cells	199	0.2633
clock buffers	9	0.04047
flip-flops and latches	106	0.5479
clock inverters	7	0.02203
## metal layers
metal | up-vias | GRT usage | part of all wire
met2 | 101 | 0.2588 | 0.42
li1 | 1379 | - | -
met4 | 0 | 0.02381 | 0.011
met5 | - | 0 | 0
met3 | 8 | 0.07311 | 0.089
met1 | 1384 | 0.3116 | 0.48
Power and IR drop assume default switching activity.
